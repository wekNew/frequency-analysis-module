==> flow/design.v <==
module Analysis(
    input clk,
    input rst,
    input fft_valid,
    input signed [31:0] fft_d0,
    input signed [31:0] fft_d1,
    input signed [31:0] fft_d2,
    input signed [31:0] fft_d3,
    input signed [31:0] fft_d4,
    input signed [31:0] fft_d5,
    input signed [31:0] fft_d6,
    input signed [31:0] fft_d7,
    input signed [31:0] fft_d8,
    input signed [31:0] fft_d9,
    input signed [31:0] fft_d10,
    input signed [31:0] fft_d11,
    input signed [31:0] fft_d12,
    input signed [31:0] fft_d13,
    input signed [31:0] fft_d14,
    input signed [31:0] fft_d15,
    output reg done,
    output reg[3:0] freq
);
wire signed [31:0] fft_d [15:0];
wire signed [31:0] hold [15:0];
reg signed [31:0] biggerfreq;
integer i, j;
assign fft_d[0] = {(fft_d0[31] == 1 ? ~(fft_d0[31:16]) + 16'b1 : fft_d0[31:16]), (fft_d0[15] == 1 ? ~(fft_d0[15:0]) + 16'b1 : fft_d0[15:0])};
assign fft_d[1] = {(fft_d1[31] == 1 ? ~(fft_d1[31:16]) + 16'b1 : fft_d1[31:16]), (fft_d1[15] == 1 ? ~(fft_d1[15:0]) + 16'b1 : fft_d1[15:0])};
assign fft_d[2] = {(fft_d2[31] == 1 ? ~(fft_d2[31:16]) + 16'b1 : fft_d2[31:16]), (fft_d2[15] == 1 ? ~(fft_d2[15:0]) + 16'b1 : fft_d2[15:0])};
assign fft_d[3] = {(fft_d3[31] == 1 ? ~(fft_d3[31:16]) + 16'b1 : fft_d3[31:16]), (fft_d3[15] == 1 ? ~(fft_d3[15:0]) + 16'b1 : fft_d3[15:0])};
assign fft_d[4] = {(fft_d4[31] == 1 ? ~(fft_d4[31:16]) + 16'b1 : fft_d4[31:16]), (fft_d4[15] == 1 ? ~(fft_d4[15:0]) + 16'b1 : fft_d4[15:0])};
assign fft_d[5] = {(fft_d5[31] == 1 ? ~(fft_d5[31:16]) + 16'b1 : fft_d5[31:16]), (fft_d5[15] == 1 ? ~(fft_d5[15:0]) + 16'b1 : fft_d5[15:0])};
assign fft_d[6] = {(fft_d6[31] == 1 ? ~(fft_d6[31:16]) + 16'b1 : fft_d6[31:16]), (fft_d6[15] == 1 ? ~(fft_d6[15:0]) + 16'b1 : fft_d6[15:0])};
assign fft_d[7] = {(fft_d7[31] == 1 ? ~(fft_d7[31:16]) + 16'b1 : fft_d7[31:16]), (fft_d7[15] == 1 ? ~(fft_d7[15:0]) + 16'b1 : fft_d7[15:0])};
assign fft_d[8] = {(fft_d8[31] == 1 ? ~(fft_d8[31:16]) + 16'b1 : fft_d8[31:16]), (fft_d8[15] == 1 ? ~(fft_d8[15:0]) + 16'b1 : fft_d8[15:0])};
assign fft_d[9] = {(fft_d9[31] == 1 ? ~(fft_d9[31:16]) + 16'b1 : fft_d9[31:16]), (fft_d9[15] == 1 ? ~(fft_d9[15:0]) + 16'b1 : fft_d9[15:0])};
assign fft_d[10] = {(fft_d10[31] == 1 ? ~(fft_d10[31:16]) + 16'b1 : fft_d10[31:16]), (fft_d10[15] == 1 ? ~(fft_d10[15:0]) + 16'b1 : fft_d10[15:0])};
assign fft_d[11] = {(fft_d11[31] == 1 ? ~(fft_d11[31:16]) + 16'b1 : fft_d11[31:16]), (fft_d11[15] == 1 ? ~(fft_d11[15:0]) + 16'b1 : fft_d11[15:0])};
assign fft_d[12] = {(fft_d12[31] == 1 ? ~(fft_d12[31:16]) + 16'b1 : fft_d12[31:16]), (fft_d12[15] == 1 ? ~(fft_d12[15:0]) + 16'b1 : fft_d12[15:0])};
assign fft_d[13] = {(fft_d13[31] == 1 ? ~(fft_d13[31:16]) + 16'b1 : fft_d13[31:16]), (fft_d13[15] == 1 ? ~(fft_d13[15:0]) + 16'b1 : fft_d13[15:0])};
assign fft_d[14] = {(fft_d14[31] == 1 ? ~(fft_d14[31:16]) + 16'b1 : fft_d14[31:16]), (fft_d14[15] == 1 ? ~(fft_d14[15:0]) + 16'b1 : fft_d14[15:0])};
assign fft_d[15] = {(fft_d15[31] == 1 ? ~(fft_d15[31:16]) + 16'b1 : fft_d15[31:16]), (fft_d15[15] == 1 ? ~(fft_d15[15:0]) + 16'b1 : fft_d15[15:0])};
assign hold[0] = fft_d[0][31:16]*fft_d[0][31:16] + fft_d[0][15:0]*fft_d[0][15:0];
assign hold[1] = fft_d[1][31:16]*fft_d[1][31:16] + fft_d[1][15:0]*fft_d[1][15:0];
assign hold[2] = fft_d[2][31:16]*fft_d[2][31:16] + fft_d[2][15:0]*fft_d[2][15:0];
assign hold[3] = fft_d[3][31:16]*fft_d[3][31:16] + fft_d[3][15:0]*fft_d[3][15:0];
assign hold[4] = fft_d[4][31:16]*fft_d[4][31:16] + fft_d[4][15:0]*fft_d[4][15:0];
assign hold[5] = fft_d[5][31:16]*fft_d[5][31:16] + fft_d[5][15:0]*fft_d[5][15:0];
assign hold[6] = fft_d[6][31:16]*fft_d[6][31:16] + fft_d[6][15:0]*fft_d[6][15:0];
assign hold[7] = fft_d[7][31:16]*fft_d[7][31:16] + fft_d[7][15:0]*fft_d[7][15:0];
assign hold[8] = fft_d[8][31:16]*fft_d[8][31:16] + fft_d[8][15:0]*fft_d[8][15:0];
assign hold[9] = fft_d[9][31:16]*fft_d[9][31:16] + fft_d[9][15:0]*fft_d[9][15:0];
assign hold[10] = fft_d[10][31:16]*fft_d[10][31:16] + fft_d[10][15:0]*fft_d[10][15:0];
assign hold[11] = fft_d[11][31:16]*fft_d[11][31:16] + fft_d[11][15:0]*fft_d[11][15:0];
assign hold[12] = fft_d[12][31:16]*fft_d[12][31:16] + fft_d[12][15:0]*fft_d[12][15:0];
assign hold[13] = fft_d[13][31:16]*fft_d[13][31:16] + fft_d[13][15:0]*fft_d[13][15:0];
assign hold[14] = fft_d[14][31:16]*fft_d[14][31:16] + fft_d[14][15:0]*fft_d[14][15:0];
assign hold[15] = fft_d[15][31:16]*fft_d[15][31:16] + fft_d[15][15:0]*fft_d[15][15:0];
always@(posedge clk, posedge rst) begin
    if (rst) begin
        biggerfreq <= 0;
        done = 0;
    end
    else begin
        if (fft_valid) begin
            done = 1;
            j = 0;
            biggerfreq = 0;
            for (i = 0; i < 16; i = i + 1) begin
                if (hold[i] > biggerfreq) begin
                    biggerfreq = hold[i];
                    j = i;
                end
            end
            case (j)
                0: begin
                    freq = 4'b0000;
                end
                1: begin
                    freq = 4'b0001;
                end
                2: begin
                    freq = 4'b0010;
                end
                3: begin
                    freq = 4'b0011;
                end
                4: begin
                    freq = 4'b0100;
                end
                5: begin
                    freq = 4'b0101;
                end
                6: begin
                    freq = 4'b0110;
                end
                7: begin
                    freq = 4'b0111;
                end
                8: begin
                    freq = 4'b1000;
                end
                9: begin
                    freq = 4'b1001;
                end
                10: begin
                    freq = 4'b1010;
                end
                11: begin
                    freq = 4'b1011;
                end
                12: begin
                    freq = 4'b1100;
                end
                13: begin
                    freq = 4'b1101;
                end
                14: begin
                    freq = 4'b1110;
                end
                15: begin
                    freq = 4'b1111;
                end
                default begin
                    freq = 4'bxxxx;
                end
            endcase 
         end
         else begin
            done = 0;
         end
     end
end
endmodule
==> flow/run.sh <==
#!/bin/bash
# OpenROAD 26Q1-2900-gdf79404cd8, Yosys 0.63+post, stock flow scripts
make -C /OpenROAD-flow-scripts/flow DESIGN_CONFIG=/design/flow/config.mk WORK_HOME=/design/flow/orfs finish
==> flow/config.mk <==
export PLATFORM = sky130hd
export DESIGN_NAME = Analysis
export DESIGN_NICKNAME = Analysis
export VERILOG_FILES = /design/flow/design.v
export SDC_FILE = /design/flow/constraint.sdc
export NUM_CORES = 4
export LEC_CHECK = 1
export CORE_UTILIZATION = 30
==> flow/constraint.sdc <==
current_design Analysis

set clk_period 1.0
set clk_io_pct 0.2

create_clock -name clk0 -period $clk_period [get_ports {clk}]

set non_clock_inputs [all_inputs -no_clocks]
set_input_delay [expr $clk_period * $clk_io_pct] -clock clk0 $non_clock_inputs
set_output_delay [expr $clk_period * $clk_io_pct] -clock clk0 [all_outputs]
==> impl_metrics.tcl <==
# place-and-route summary
set metrics [dict create \
    violations "setup timing" \
    syn_area_per_cell_um2 8.865 \
    crit_required_ns 0.99 \
    dieArea_um2 844400 \
    clkTransAtPathRegs_ns 0.05 \
    boundaryPins 520 \
    grt_overflow 0 \
    period_needed_ns 44.95 \
    htree_levels 1 \
    worst_slew_pin_slew_ns 0.8150 \
    crit_path_frequent_cell "buf_4" \
    hold_viol 0 \
    ys_sh_simple_pct 9.266 \
    critical_path_class "input port to flip-flop" \
    max_clock_freq_mhz 22.25 \
    num_rows 336 \
    ys.flop_type "edfxtp_1" \
    wire_per_inst_um 16.99 \
    synth_area_um2 252200 \
    dpl.hpwl_um 751400 \
    synth_top_area_share_pct 49.11 \
    setup_slack_ns -43.95 \
    lay_top_count "inv_1" \
    drive_gt1_share_pct 21.45 \
    ys_seq_share_pct 0.05754 \
    cts_tree "yes" \
    numCtsBuffers 3 \
    syn_inst 28450 \
    gp_congestion 1.000 \
    drt-total-wl_um 799000 \
    maxSlewViolCount 0 \
    ctsHoldBuffers 0 \
    crit_path_max_incr_delay_ns 0.60 \
    dp_slack_ns -46.05 \
    clockBufferDepth 2 \
    io_buffers 519 \
    most-common-layout-cells "inv_1, buf_4, fa_1" \
    adder_share_pct 66.20 \
    first_global_vias 224000 \
    slew-limit-headroom_pct 45.48 \
    crit_arrival_ns 44.94 \
    yosys.cell_types.count 114 \
    synth_flops 5 \
    dr.first_iter.drc_count 7156 \
    postRouteAntennaNets 0 \
    antenna_found_initial 60 \
    clock-root-buffer "clkbuf_16" \
    setup_violations 6 \
    fin_crit_sh_pct 4495 \
    grt_max_degree 21 \
    critical_path.startpoint_type "input port" \
    synth-edff-count 4 \
    synth.area.mux_share_pct 0.5447 \
    fp.dieH_um 918.9 \
    synthTopCellsByArea "fa_1, ha_1, inv_1, nor2_1, nand2_1" \
    avgViaCountPerCell 4.300 \
    dieWidth_um 918.9 \
    xor_area_share_pct 3.677 \
    grtUsageTotal_pct 20.52 \
    endpoint_kind "flip-flop" \
    core_area_um2 837400 \
    rsz0062_at_grt "yes" \
    critPathMaxFanout 14 \
    synthArstFlopShare_pct 20.00 \
    syn_to_final_growth_pct 30.20 \
    firstDrtPassIters 5 \
    outcome "finished, violations left" \
    maxCapViolations 0 \
    ys_warn_count 1 \
    fill_cells 82350 \
    drc 0 \
    vias 202200 \
    yosys.area.top_type "fa_1" \
    yosys.area_share.aoi_pct 5.681 \
    cp_slowest_cell "fa_2" \
    ys_cells 28450 \
    yosys_area_um2 252200 \
    hp-class "input port to asynchronous set/reset pin" \
    fp_util_pct 30.12 \
    grt_pass1_wl_um 1267000 \
    logic_family "adder cells" \
    clock_sinks 5 \
    warning_count 142 \
]
==> sequential cells by signal, indices dropped and copies added, names as in the netlist <==
register  flops
done          1
freq          4
==> path summary, 6_finish.rpt <==
check	startpoint	end	slack (ns)	cells after the start
worst max-delay path	fft_d0[20]	freq[2]$_SDFFCE_PN1P_	-43.95	232
worst min-delay path	rst	done$_DFF_PP0_	0.13	2
max in group asynchronous	rst	done$_DFF_PP0_	0.78	2
min in group clk0	fft_valid	done$_DFF_PP0_	0.20	1
==> per-stage QoR <==
step           hold slack, ns  setup TNS, ns  cell area (um^2)  util, %  std cells
3_5_place_dp           0.3739        -185.34            323400    38.62      46750
4_1_cts                0.1298        -174.63            326400    38.97      46930
3_3_place_gp           0.3669        -184.61            323400    38.62      46750
2_1_floorplan        -0.07129        -166.82            255400        -      28850
6_report               0.1330        -175.71            328400    39.21      47030
5_1_grt                0.1493        -184.38            328400    39.21      47020
==> synthesized netlist by cell type, types with 115 or more instances <==
| cell type | number |
|---|---|
| a21o_1 | 304 |
| o31ai_1 | 115 |
| xor2_1 | 396 |
| nand2b_1 | 133 |
| clkbuf_1 | 387 |
| nand4_1 | 123 |
| nor2_1 | 2702 |
| clkinv_1 | 210 |
| fa_1 | 6188 |
| inv_1 | 9107 |
| xnor2_1 | 663 |
| nand2_1 | 1930 |
| a21oi_1 | 649 |
| o21ai_0 | 542 |
| ha_1 | 3442 |
==> cells by family after synthesis <==
kind of cell	count (synthesis)
adders and majority gates	9633
AOI/OAI and AO/OA	2257
DFF	5
other	2
and+or+nand+nor	5583
buffers and inverters	9780
muxes	132
xor gates and xnor gates	1059
==> repair_timing <==
action	CTS	global route
gates resized	329	333
endpoints found under the hold margin	0	0
cloned	16	2
pin swaps	167	209
endpoints found under the setup margin	13	8
buffers inserted	158	61
==> area by class of cell <==
cell class / count / area, um^2 / share of cell area [%]
multi-input combinational: 19070 / 220300 / 67.08
timing repair buffer: 7400 / 58660 / 17.86
inverter: 9363 / 35190 / 10.72
tap: 11150 / 13960 / 4.250
sequential: 5 / 145.1 / 0.04420
antenna: 32 / 80.08 / 0.02438
clock buffer: 3 / 75.07 / 0.02286
clock inverter: 1 / 5.005 / 0.001524
==> critical path, delay by kind of cell <==
kind                     cells  cell delay (ns)
AND/OR/NAND/NOR             59            11.95
adder cells (fa/ha/maj)     23             8.26
buffers and inverters       61             7.44
multiplexers                 7             1.87
XOR/XNOR                     3             0.41
AND-OR/OR-AND               79            14.73
==> routing by layer <==
metal	wire length, um	vias to the layer above	GRT usage, %
met1	325800	98920	27.42
met3	68980	762	7.114
met2	377800	4675	32.92
li1	-	97840	-
met4	25300	30	4.843
met5	1092	-	0.8866
